==> /design/flow/design.v <==
package rx_open_loop_pkg;
    typedef enum logic {
        PTR_UPDATE,
        MSG_REQ
    } rx_out_mux_sel_e;
    typedef enum logic {
        BUF_WRITE,
        TCP_WRITE
    } rx_noc_sel_e;
endpackage
package udp_echo_app_pkg;
    typedef enum logic[1:0] {
        HDR_FLIT = 2'd0,
        META_FLIT = 2'd1,
        DATA_FLITS = 2'd2
    } udp_app_out_mux_sel_e;
endpackage
package packet_struct_pkg;
    typedef struct packed {
            logic   [48-1:0]   dst;
            logic   [48-1:0]   src;
            logic   [16-1:0]   eth_type;
    } eth_hdr;
    localparam ETH_HDR_W = ((48 * 2) + 16);
    localparam ETH_HDR_BYTES = (ETH_HDR_W/8);
    typedef struct packed {
            logic   [48-1:0]   dst;
            logic   [48-1:0]   src;
            logic   [32-1:0]   vlan_tag;
            logic   [16-1:0]   eth_type;
    } eth_hdr_vlan;
    localparam ETH_HDR_VLAN_W = ((48 * 2) + 32 + 16);
    localparam ETH_HDR_VLAN_BYTES = (ETH_HDR_VLAN_W/8);
    typedef struct packed {
        logic [16-1:0]     src_port;
        logic [16-1:0]     dst_port;
        logic [32-1:0]      seq_num;
        logic [32-1:0]      ack_num;
        logic [4-1:0]  raw_data_offset;
        logic [3-1:0]     reserved;
        logic [9-1:0]        flags;
        logic [16-1:0]     win_size;
        logic [16-1:0]   chksum;
        logic [16-1:0]          urg_pointer;
    } tcp_pkt_hdr;
    localparam TCP_HDR_BYTES = 20;
    localparam TCP_HDR_W = (TCP_HDR_BYTES * 8);
    typedef struct packed {
        logic   [16-1:0]   src_port;
        logic   [16-1:0]   dst_port;
        logic   [16-1:0] length;
        logic   [16-1:0] chksum;
    } udp_pkt_hdr;
    localparam UDP_HDR_W = ((2 * 16) + 16 + 16);
    localparam UDP_HDR_BYTES = (UDP_HDR_W/8);
    typedef struct packed {
        logic [32-1:0]      source_addr;
        logic [32-1:0]      dest_addr;
        logic [16-1:0]      length;
        logic [7:0]                 zeros;
        logic [8-1:0]     protocol;
    } chksum_pseudo_hdr;
    localparam CHKSUM_PSEUDO_HDR_BYTES = 12;
    localparam CHKSUM_PSEUDO_HDR_W = (CHKSUM_PSEUDO_HDR_BYTES * 8);
    typedef struct packed {
        logic [4-1:0]   ip_version;
        logic [4-1:0]          ip_hdr_len;
        logic [8-1:0]          tos;
        logic [16-1:0]      tot_len;
        logic [16-1:0]           id;
        logic [16-1:0]     frag_offset;
        logic [8-1:0]          ttl;
        logic [8-1:0]     protocol_no;
        logic [16-1:0]    chksum;
        logic [32-1:0]      source_addr;
        logic [32-1:0]      dest_addr;
    } ip_pkt_hdr;
    localparam IP_HDR_BYTES = 20;
    localparam IP_HDR_W = (IP_HDR_BYTES * 8);
    typedef struct packed {
        logic [32-1:0]      host_ip;
        logic [32-1:0]      dest_ip;
        logic [16-1:0]     host_port;
        logic [16-1:0]     dest_port;
    } four_tuple_struct;
    localparam FOUR_TUPLE_STRUCT_W = ((32 * 2) + (16 * 2));
endpackage
package eth_rx_tile_pkg;
    typedef enum logic[1:0] {
        SEL_HDR_FLIT = 2'd0,
        SEL_META_FLIT = 2'd1,
        SEL_DATA_FLIT = 2'd2
    } noc_out_flit_mux_sel;
endpackage
package eth_tx_tile_pkg;
endpackage 
package ip_rx_tile_pkg;
    typedef enum logic[1:0] {
        SEL_HDR_FLIT = 2'd0,
        SEL_META_FLIT = 2'd1,
        SEL_DATA_FLIT = 2'd2
    } noc_out_flit_mux_sel;
endpackage
package ip_tx_tile_pkg;
    typedef enum logic[1:0] {
        SEL_HDR_FLIT = 2'd0,
        SEL_META_FLIT = 2'd1,
        SEL_DATA_FLIT = 2'd2
    } noc_out_flit_mux_sel;
endpackage
package ip_encap_tx_pkg;
    localparam IP_CAM_ELS = 8;
    localparam IP_CAM_INIT_ELS = 2;
endpackage
package mrp_tx_pkg;
    typedef enum logic[1:0] {
        SEL_HDR_FLIT = 2'd0,
        SEL_META_FLIT = 2'd1,
        SEL_DATA_FLIT = 2'd2
    } mrp_noc_out_flit_mux_sel;
endpackage
package tcp_tx_tile_pkg;
    typedef enum logic[1:0] {
        SEL_HDR_FLIT = 2'd0,
        SEL_META_FLIT = 2'd1,
        SEL_DATA_FLIT = 2'd2
    } noc_out_flit_mux_sel;
endpackage
package udp_tx_tile_pkg;
    typedef enum logic[1:0] {
        SEL_HDR_FLIT = 2'd0,
        SEL_META_FLIT = 2'd1,
        SEL_DATA_FLIT = 2'd2
    } noc_out_flit_mux_sel;
endpackage
package app_udp_adapter_pkg;
    typedef enum logic [1:0] {
        HDR_OUT = 0,
        META_OUT = 1,
        DATA_OUT = 2
    } to_udp_mux_out_e;
endpackage
package to_ip_tx_pkg;
    typedef enum logic[1:0] {
        SEL_HDR_FLIT = 2'd0,
        SEL_META_FLIT = 2'd1,
        SEL_DATA_FLIT = 2'd2
    } noc_flit_mux_sel;
endpackage
package simple_log_udp_noc_read_pkg;
    typedef enum logic[1:0] {
        HDR = 2'd0,
        META = 2'd1,
        DATA = 2'd2
    } simple_log_resp_sel_e;
endpackage
package rr_scheduler_pkg;
endpackage
module update_chksum_nat (
     input clk
    ,input  [16-1:0] old_chksum
    ,input  [32-1:0]    old_ip_addr
    ,input  [32-1:0]    new_ip_addr
    ,output [16-1:0] new_chksum
);
    logic   [16:0]   old_ip_addr_sum_tmp_c;
    logic   [16-1:0] old_ip_addr_sum_final_c;
    logic   [16:0]   new_ip_addr_sum_tmp_c;
    logic   [16-1:0] new_ip_addr_sum_final_c;
    logic   [16:0]   combine_sums_tmp_c;
    logic   [16-1:0] combine_sums_final_c;
    logic   [16-1:0] old_ip_sum_inv_c;
    logic   [16-1:0] checksum_diff_reg_u;
    logic   [16-1:0] old_chksum_reg_u;
    logic   [16:0]   chksum_update_tmp_u;
    logic   [16-1:0] chksum_update_final_u;
    logic   [16-1:0] chksum_update_final_inv_u;
    logic   [16-1:0] old_chksum_inv_u;
    logic   [16-1:0] chksum_update_reg_o;
    always_ff @(posedge clk) begin
        checksum_diff_reg_u <= combine_sums_final_c;
        old_chksum_reg_u <= old_chksum;
        chksum_update_reg_o <= chksum_update_final_inv_u;
    end
    assign old_ip_addr_sum_tmp_c = {1'b0, old_ip_addr[15:0]} + {1'b0, old_ip_addr[31:16]};
    assign old_ip_addr_sum_final_c = old_ip_addr_sum_tmp_c[15:0] 
                                     + old_ip_addr_sum_tmp_c[16];
    assign new_ip_addr_sum_tmp_c = {1'b0, new_ip_addr[15:0]} + {1'b0, new_ip_addr[31:16]};
    assign new_ip_addr_sum_final_c = new_ip_addr_sum_tmp_c[15:0] 
                                     + new_ip_addr_sum_tmp_c[16];
    assign old_ip_sum_inv_c = ~old_ip_addr_sum_final_c;
    assign combine_sums_tmp_c = {1'b0, old_ip_sum_inv_c} +
                              {1'b0, new_ip_addr_sum_final_c};
    assign combine_sums_final_c = combine_sums_tmp_c[15:0] + combine_sums_tmp_c[16];
    assign old_chksum_inv_u = ~old_chksum_reg_u;
    assign chksum_update_tmp_u = {1'b0, old_chksum_inv_u} + {1'b0, checksum_diff_reg_u};
    assign chksum_update_final_u = chksum_update_tmp_u[15:0] + chksum_update_tmp_u[16];
    assign chksum_update_final_inv_u = ~chksum_update_final_u;
    assign new_chksum = chksum_update_reg_o;
endmodule
==> /design/flow/run.sh <==
#!/bin/bash
# OpenROAD 26Q1-2900-gdf79404cd8, Yosys 0.63+post, stock flow scripts
make -C /OpenROAD-flow-scripts/flow DESIGN_CONFIG=/design/flow/config.mk WORK_HOME=/design/flow/orfs finish
==> /design/flow/config.mk <==
export PLATFORM = sky130hd
export DESIGN_NAME = update_chksum_nat
export DESIGN_NICKNAME = update_chksum_nat
export VERILOG_FILES = /design/flow/design.v
export SDC_FILE = /design/flow/constraint.sdc
export NUM_CORES = 4
export LEC_CHECK = 1
export CORE_UTILIZATION = 30
==> /design/flow/constraint.sdc <==
current_design update_chksum_nat

set clk_period 15.4
set clk_io_pct 0.2

create_clock -name clk0 -period $clk_period [get_ports {clk}]

set non_clock_inputs [all_inputs -no_clocks]
set_input_delay [expr $clk_period * $clk_io_pct] -clock clk0 $non_clock_inputs
set_output_delay [expr $clk_period * $clk_io_pct] -clock clk0 [all_outputs]
==> results_dict.tcl <==
# implementation run metrics
set metrics [dict create \
    h-tree-depth 2 \
    synthCells 614 \
    cp-startpoint "new_ip_addr[0]" \
    rrSetupSlack_ns 11.74 \
    setup_viol 0 \
    n_antenna_cell 0 \
    rows 47 \
    holdCritStartpoint "checksum_diff_reg_u[0]$_DFF_P_" \
    arrival_ns 9.36 \
    ctsLongestPathBuffers 2 \
    worst_pin_slew_ns 0.584 \
    area_leaders "dfxtp_1 19%, ha_1 18%, xnor2_1 10%" \
    power_density_nw_per_um2 152 \
    vias_per_cell 4.79 \
    synth_cell_types 63 \
    place_congestion 0.863 \
    drc_errors 0 \
    overflow 0 \
    cts_setup_buffers 0 \
    r2r-start "old_chksum_reg_u[0]$_DFF_P_" \
    fin_tns_setup_ns 0 \
    postLayoutCellArea_um2 6520 \
    avgSynthCellArea_um2 8.35 \
    first_global_vias 4237 \
    cp.required_ns 15.56 \
    cts_hold_buf 0 \
    synth_area_leader_cell "dfxtp_1" \
    vias 4455 \
    track_usage_pct 12.8 \
    grt_max_degree 15 \
    dp.cells 924 \
    grt_pass1_wl_mm 18.9 \
    edf_count 0 \
    cts_tree "yes" \
    min_path_type "flip-flop to flip-flop" \
    cap_viol_max_count 0 \
    drt-wirelength-per-cell_um 11.4 \
    root_buffer "clkbuf_16" \
    final_hold_viol_count 0 \
    synthFlopType "dfxtp_1" \
    yosysTopAreaCellShare_pct 18.7 \
    cp-end-kind "flip-flop" \
    crit_buf_inv 1 \
    period_needed_ns 9.20 \
    clk_latency_ns 0.28 \
    dp_hpwl_mm 9.22 \
    slowest_stage "a2111oi_0" \
    numClockSinks 48 \
    fp_util_pct 30.8 \
    routed_wl_mm 10.6 \
    ant_nets 0 \
    ys_cells 614 \
    fmax_mhz 109 \
    synthArstFlopShare_pct 0 \
    n_fill_cell 1660 \
    fp.dieW_um 133 \
    antenna_found_initial 0 \
    slew_headroom_pct 60.0 \
    cts.clk_slew.worst_paths_ns 0.06 \
    synth_seq_share_pct 18.7 \
    irDropWorstVdd_mv 0.0820 \
    tool_warnings 25 \
    io_buffers 96 \
    crit_fanout 6 \
    skew_ns 0.00523 \
    yosys_area_um2 5130 \
    start_kind "input port" \
    drive_above_1_share_pct 4.22 \
    p_leak_uw 0.00270 \
    slew_viol_final 0 \
    first_iter_violations 195 \
    firstDrtPassIters 4 \
    placed_area_um2 6330 \
    fin_util_pct 39.2 \
    crit_top_cell "ha_1" \
    finalCritPeriodShare_pct 59.7 \
    ys.flops 48 \
    fin_cells 931 \
    io_pins 97 \
    yosys_warnings 1 \
    hold-worst-slack_ns 0.654 \
    critPathKind "input port to flip-flop" \
    synth.cell_area_um2 5130 \
    coreArea_um2 16600 \
    max_stage_delay_ns 0.61 \
    cts_buffers 5 \
    syn_to_final_growth_pct 27.2 \
    chip_area_um2 17600 \
    die_y_um 133 \
    cts.repair.resized 0 \
    crit_family "AND-OR/OR-AND gates" \
    rsz0062_at_grt "false" \
    status "complete, no violations" \
]
[logic make-up (layout without fill, tap and decap cells)]
group | Yosys count | count (layout) | synth area share (%)
AOI/OAI and AO/OA | 153 | 153 | 21.2
xor gates and xnor gates | 106 | 106 | 18.3
adders and majority gates | 76 | 76 | 19.1
buffers and inverters | 48 | 145 | 3.64
DFF | 48 | 48 | 18.7
and+or+nand+nor | 183 | 183 | 19.0
[flip-flops by register name, indices dropped and copies added (netlist names)]
| signal | count |
|---|---|
| checksum_diff_reg_u | 16 |
| chksum_update_reg_o | 16 |
| old_chksum_reg_u | 16 |
[cells in the final DEF, fill, tap and decap left out, types with 21 or more instances in the layout]
master and instances:
a21o_1 22, a21oi_1 33, clkdlybuf4s50_1 96, dfxtp_1 48
ha_1 72, inv_1 42, nand2_1 34, nand3_1 21
nor2_1 42, xnor2_1 61, xor2_1 44
[synth_stat cells (5+ instances only)]
cell,n
ha_1,72
and3_1,5
a211oi_1,12
nor3_1,18
o21ai_1,5
o21ai_0,20
o21bai_1,9
nor2_1,42
inv_1,42
buf_2,5
nand3_1,21
o21a_1,9
a21oi_1,33
dfxtp_1,48
o211ai_1,10
nand4_1,12
nand2b_1,7
nand2_1,34
xor2_1,44
a31oi_1,5
a21o_1,22
xnor2_1,61
and2_1,5
nor2b_1,8
[worst paths after layout]
check / end / cells after the start
max: checksum_diff_reg_u[10]$_DFF_P_ / 31
min: chksum_update_reg_o[0]$_DFF_P_ / 3
max reg2reg: chksum_update_reg_o[12]$_DFF_P_ / 18
min reg2reg: chksum_update_reg_o[0]$_DFF_P_ / 3
[layout make-up]
cell class,count,area (um^2),area share [%]
multi-input combinational,518,3980,61.0
sequential,48,961,14.7
timing repair buffer,96,961,14.7
tap,220,275,4.22
inverter,42,158,2.42
clock buffer,5,125,1.92
clock inverter,2,60.1,0.921
[worst reg2reg max path, cell delays in order, from the launching register on]
cell      delay, ns
dfxtp_1        0.29
inv_1          0.04
ha_1           0.15
inv_1          0.05
fa_1           0.39
nand2b_1       0.21
a21o_1         0.23
a211oi_1       0.32
o41ai_1        0.17
nor2b_1        0.12
o21ai_0        0.08
nand2b_1       0.12
ha_1           0.19
ha_1           0.20
nand2_1        0.10
or3b_4         0.42
nor3_4         0.19
nand3_2        0.10
xor2_1         0.16
[layer usage]
metal  share of wire [%]  track usage (%)  up-vias  routed length (um)
met3                 2.5            0.820       10                 265
li1                    -                -     2412                   -
met5                   0                0        -                   0
met4                 1.6             1.92        0                 167
met2                  45             21.5       77                4750
met1                  51             18.5     1956                5450
[stage by stage]
step           worst slack (ns)  power (uW)
2_1_floorplan              6.94         692
3_3_place_gp               6.06         863
3_5_place_dp               5.88         862
4_1_cts                    6.16        1000
5_1_grt                    5.50        1090
6_report                   6.20         991
[report_power, final]
part           switching [uW]  leakage, uW  internal (uW)
logic                     354      0.00221            313
clock network            40.6    0.0000899           91.9
registers                13.6     0.000405            178
Power figures rest on the tool's default switching activity, not on a simulated workload.
