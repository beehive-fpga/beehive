==> flow/design.v <==
package rx_open_loop_pkg;
    typedef enum logic {
        PTR_UPDATE,
        MSG_REQ
    } rx_out_mux_sel_e;
    typedef enum logic {
        BUF_WRITE,
        TCP_WRITE
    } rx_noc_sel_e;
endpackage
package udp_echo_app_pkg;
    typedef enum logic[1:0] {
        HDR_FLIT = 2'd0,
        META_FLIT = 2'd1,
        DATA_FLITS = 2'd2
    } udp_app_out_mux_sel_e;
endpackage
package packet_struct_pkg;
    typedef struct packed {
            logic   [48-1:0]   dst;
            logic   [48-1:0]   src;
            logic   [16-1:0]   eth_type;
    } eth_hdr;
    localparam ETH_HDR_W = ((48 * 2) + 16);
    localparam ETH_HDR_BYTES = (ETH_HDR_W/8);
    typedef struct packed {
            logic   [48-1:0]   dst;
            logic   [48-1:0]   src;
            logic   [32-1:0]   vlan_tag;
            logic   [16-1:0]   eth_type;
    } eth_hdr_vlan;
    localparam ETH_HDR_VLAN_W = ((48 * 2) + 32 + 16);
    localparam ETH_HDR_VLAN_BYTES = (ETH_HDR_VLAN_W/8);
    typedef struct packed {
        logic [16-1:0]     src_port;
        logic [16-1:0]     dst_port;
        logic [32-1:0]      seq_num;
        logic [32-1:0]      ack_num;
        logic [4-1:0]  raw_data_offset;
        logic [3-1:0]     reserved;
        logic [9-1:0]        flags;
        logic [16-1:0]     win_size;
        logic [16-1:0]   chksum;
        logic [16-1:0]          urg_pointer;
    } tcp_pkt_hdr;
    localparam TCP_HDR_BYTES = 20;
    localparam TCP_HDR_W = (TCP_HDR_BYTES * 8);
    typedef struct packed {
        logic   [16-1:0]   src_port;
        logic   [16-1:0]   dst_port;
        logic   [16-1:0] length;
        logic   [16-1:0] chksum;
    } udp_pkt_hdr;
    localparam UDP_HDR_W = ((2 * 16) + 16 + 16);
    localparam UDP_HDR_BYTES = (UDP_HDR_W/8);
    typedef struct packed {
        logic [32-1:0]      source_addr;
        logic [32-1:0]      dest_addr;
        logic [16-1:0]      length;
        logic [7:0]                 zeros;
        logic [8-1:0]     protocol;
    } chksum_pseudo_hdr;
    localparam CHKSUM_PSEUDO_HDR_BYTES = 12;
    localparam CHKSUM_PSEUDO_HDR_W = (CHKSUM_PSEUDO_HDR_BYTES * 8);
    typedef struct packed {
        logic [4-1:0]   ip_version;
        logic [4-1:0]          ip_hdr_len;
        logic [8-1:0]          tos;
        logic [16-1:0]      tot_len;
        logic [16-1:0]           id;
        logic [16-1:0]     frag_offset;
        logic [8-1:0]          ttl;
        logic [8-1:0]     protocol_no;
        logic [16-1:0]    chksum;
        logic [32-1:0]      source_addr;
        logic [32-1:0]      dest_addr;
    } ip_pkt_hdr;
    localparam IP_HDR_BYTES = 20;
    localparam IP_HDR_W = (IP_HDR_BYTES * 8);
    typedef struct packed {
        logic [32-1:0]      host_ip;
        logic [32-1:0]      dest_ip;
        logic [16-1:0]     host_port;
        logic [16-1:0]     dest_port;
    } four_tuple_struct;
    localparam FOUR_TUPLE_STRUCT_W = ((32 * 2) + (16 * 2));
endpackage
package eth_rx_tile_pkg;
    typedef enum logic[1:0] {
        SEL_HDR_FLIT = 2'd0,
        SEL_META_FLIT = 2'd1,
        SEL_DATA_FLIT = 2'd2
    } noc_out_flit_mux_sel;
endpackage
package eth_tx_tile_pkg;
endpackage 
package ip_rx_tile_pkg;
    typedef enum logic[1:0] {
        SEL_HDR_FLIT = 2'd0,
        SEL_META_FLIT = 2'd1,
        SEL_DATA_FLIT = 2'd2
    } noc_out_flit_mux_sel;
endpackage
package ip_tx_tile_pkg;
    typedef enum logic[1:0] {
        SEL_HDR_FLIT = 2'd0,
        SEL_META_FLIT = 2'd1,
        SEL_DATA_FLIT = 2'd2
    } noc_out_flit_mux_sel;
endpackage
package ip_encap_tx_pkg;
    localparam IP_CAM_ELS = 8;
    localparam IP_CAM_INIT_ELS = 2;
endpackage
package mrp_tx_pkg;
    typedef enum logic[1:0] {
        SEL_HDR_FLIT = 2'd0,
        SEL_META_FLIT = 2'd1,
        SEL_DATA_FLIT = 2'd2
    } mrp_noc_out_flit_mux_sel;
endpackage
package tcp_tx_tile_pkg;
    typedef enum logic[1:0] {
        SEL_HDR_FLIT = 2'd0,
        SEL_META_FLIT = 2'd1,
        SEL_DATA_FLIT = 2'd2
    } noc_out_flit_mux_sel;
endpackage
package udp_tx_tile_pkg;
    typedef enum logic[1:0] {
        SEL_HDR_FLIT = 2'd0,
        SEL_META_FLIT = 2'd1,
        SEL_DATA_FLIT = 2'd2
    } noc_out_flit_mux_sel;
endpackage
package app_udp_adapter_pkg;
    typedef enum logic [1:0] {
        HDR_OUT = 0,
        META_OUT = 1,
        DATA_OUT = 2
    } to_udp_mux_out_e;
endpackage
package to_ip_tx_pkg;
    typedef enum logic[1:0] {
        SEL_HDR_FLIT = 2'd0,
        SEL_META_FLIT = 2'd1,
        SEL_DATA_FLIT = 2'd2
    } noc_flit_mux_sel;
endpackage
package simple_log_udp_noc_read_pkg;
    typedef enum logic[1:0] {
        HDR = 2'd0,
        META = 2'd1,
        DATA = 2'd2
    } simple_log_resp_sel_e;
endpackage
package rr_scheduler_pkg;
endpackage
module beehive_valrdy_to_credit #(
     parameter BUFFER_SIZE = 16
    ,parameter BUFFER_BITS = 5
    ,parameter NOC_DATA_W = 512
)(
            clk,
            reset,
            src_vrtoc_data,
            src_vrtoc_val,
            vrtoc_src_rdy,
            vrtoc_dst_data,
            vrtoc_dst_val,
		    dst_vrtoc_yummy);
input clk;
input reset;
input [NOC_DATA_W-1:0]	 src_vrtoc_data;
 input src_vrtoc_val;			 
 input dst_vrtoc_yummy;			 
output [NOC_DATA_W-1:0]  vrtoc_dst_data;
 output vrtoc_dst_val;
 output vrtoc_src_rdy;		 
 reg dst_vrtoc_yummy_f;
 reg valid_temp_f;
 reg [BUFFER_BITS-1:0] count_f;
reg is_one_f;
 reg is_two_or_more_f;
 wire [BUFFER_BITS-1:0] count_plus_1;
 wire [BUFFER_BITS-1:0] count_minus_1;
 wire up;
 wire down;
 wire valid_temp;
  reg [BUFFER_BITS-1:0] count_temp;
assign vrtoc_dst_data = src_vrtoc_data;
assign valid_temp = src_vrtoc_val & vrtoc_src_rdy;
assign vrtoc_dst_val = valid_temp;
assign count_plus_1 = count_f + 1'b1;
assign count_minus_1 = count_f - 1'b1;
assign vrtoc_src_rdy = is_two_or_more_f;
assign up = dst_vrtoc_yummy_f & ~valid_temp_f;
assign down = ~dst_vrtoc_yummy_f & valid_temp_f;
always @ (count_f or count_plus_1 or count_minus_1 or up or down)
begin
	case (count_f)
	0:
		begin
			if(up)
			begin
				count_temp <= count_plus_1;
			end
			else
			begin
				count_temp <= count_f;
			end
		end
	BUFFER_SIZE:
		begin
			if(down)
			begin
				count_temp <= count_minus_1;
			end
			else
			begin
				count_temp <= count_f;
			end
		end
	default:
		begin
			case ({up, down})
				2'b10:	count_temp <= count_plus_1;
				2'b01:	count_temp <= count_minus_1;
				default:	count_temp <= count_f;
			endcase
		end
	endcase
end
 wire top_bits_zero_temp = count_temp < 2 ? 1 : 0;
always @ (posedge clk)
begin
	if(reset)
	begin
	   count_f <= BUFFER_SIZE;
	   dst_vrtoc_yummy_f <= 1'b0;
	   valid_temp_f <= 1'b0;
	   is_one_f <= (BUFFER_SIZE == 1);
	   is_two_or_more_f <= (BUFFER_SIZE >= 2);
	end
	else
	begin
	   count_f <= count_temp;
	   dst_vrtoc_yummy_f <= dst_vrtoc_yummy;
	   valid_temp_f <= valid_temp;
	   is_one_f         <= top_bits_zero_temp & count_temp[0];
   	   is_two_or_more_f <= ~top_bits_zero_temp;
	end
end
endmodule
==> flow/run.sh <==
#!/bin/bash
# OpenROAD 26Q1-2900-gdf79404cd8, Yosys 0.63+post, stock flow scripts
make -C /OpenROAD-flow-scripts/flow DESIGN_CONFIG=/design/flow/config.mk WORK_HOME=/design/flow/orfs finish
==> flow/config.mk <==
export PLATFORM = sky130hd
export DESIGN_NAME = beehive_valrdy_to_credit
export DESIGN_NICKNAME = beehive_valrdy_to_credit
export VERILOG_FILES = /design/flow/design.v
export SDC_FILE = /design/flow/constraint.sdc
export NUM_CORES = 4
export LEC_CHECK = 1
export CORE_AREA = 10 10 397 397
export DIE_AREA = 0 0 407 407
==> flow/constraint.sdc <==
current_design beehive_valrdy_to_credit

set clk_period 2.3
set clk_io_pct 0.2

create_clock -name clk0 -period $clk_period [get_ports {clk}]

set non_clock_inputs [all_inputs -no_clocks]
set_input_delay [expr $clk_period * $clk_io_pct] -clock clk0 $non_clock_inputs
set_output_delay [expr $clk_period * $clk_io_pct] -clock clk0 [all_outputs]
==> results.toml <==
# flow metrics
[worst_setup_path]
startpoint_type = "register"
arrival_ns = 2.23
path_class = "reg -> reg"
path_max_fanout = 10
cp-end-kind = "register"
worstPathRequired_ns = 2.40

[final_timing]
period_used_pct = 92.4
holdWs_ns = 0.575
finalHoldViolCount = 0
max_slew_margin_pct = 68.6
rsz0062_at_grt = "no"
fin_setup_tns_ns = 0
skew_ns = 0.00538
timing.final.ws_setup_ns = 0.174
slew_viol_final = 0
worst_slew_pin_slew_ns = 0.470
fmax_mhz = 470
setup_viol = 0
min_period_ns = 2.13

[global_routing]
grt-busiest-layer = "met3"
use_met1_pct = 0.833
grt_antenna_before_repair = 0
grtUsageTotal_pct = 13.8
grt_pass1_wl_um = 122000
overflow = 0
grt_use_met3_pct = 30.5
met2_usage_pct = 24.4
grt_pass1_vias = 1395
grt_max_degree = 12

[drt]
via_per_inst = 0.818
postRouteAntennaNets = 0
routed_wl_um = 120000
wl_per_cell_um = 57.2
drt_iter0_markers = 104
vias = 1709
drtPass1Iterations = 4
drcViolationCount = 0
antenna_cells = 0

[cts]
clock_sinks = 8
htreeDepth = 1
post_cts_buffers = 0
cts_resized = 2
clk_path_buf_depth = 2
clockRootBuffer = "clkbuf_16"
clk_pin_slew_worst_paths_ns = 0.04
cts_tree = "built"
clk-insertion-delay-late_ns = 0.23
hold_buffers = 0
cts_buffers = 3

[placed_design]
dp_cells = 2087
hpwlAfterDp_um = 118000
post-place-ws_ns = -0.0578
place.gp.congestion = 0.984
io_buffers = 5

[logic_synthesis]
yosys_cells = 592
most_common_cell = "buf_4"
synth-main-ff-cell = "dfxtp_1"
ys_seq_share_pct = 3.56
postSynth.asyncResetShare_pct = 0
syn_avg_cell_area_um2 = 7.61
yosysChipArea_um2 = 4500
synthDistinctLibCells = 36
synth_warnings = 1
edf_count = 0
largest_area_cell = "buf_4"
synth_top_area_share_pct = 85.3
synthCells = 592
top_cells_by_count = "buf_4 (512), dfxtp_1 (8), ha_1 (7), inv_1 (7)"
syn_area_um2 = 4500
ys_ff = 8
area_leaders = "buf_4 (85%), dfxtp_1 (3.6%), ha_1 (1.9%), nor2b_1 (0.83%), nand3_1 (0.67%)"

[die]
die_h_um = 407
design.core.area_um2 = 148000
die_x_um = 407
core.rowCount = 141
fp.dieArea_um2 = 166000
fp_util_pct = 3.04
io_pins = 1030

[layout]
fillers = 17700
drive_gt1_share_pct = 12.5
synthToLayoutAreaGrowth_pct = -26.2
flop_area_um2 = 160
combGateArea_um2 = 453
final_util_pct = 2.24
layout.cells.non_filler = 2090

[power]
max-vdd-ir-drop_uv = 574
powerDensity_nw_per_um2 = 344
p_leak_nw = 0.327

[run_status]
status = "finished clean"

[flow_run]
maxCapViolCount = 0
warning_count = 30

[hold_path]
hp-class = "reg -> reg"
-- report_power, final --
group | internal (mW) | switching [mW] | leakage, nW | total (mW)
combinational | 0.281 | 0.294 | 0.224 | 0.575
sequential | 0.186 | 0.0906 | 0.0660 | 0.276
clock | 0.224 | 0.0678 | 0.0370 | 0.292
total | 0.691 | 0.452 | 0.327 | 1.14
-- state kept, by name (all words and copies together) (netlist names) --
name	flops
dst_vrtoc_yummy_f	1
is_two_or_more_f	1
count_f	5
valid_temp_f	1
-- cells in the final DEF, fill, tap and decap left out, drive strengths merged, types with 4 or more instances in the layout --
cell / n
a21oi: 4
o21ai: 4
nand3: 6
clkdlybuf4s50: 4
inv: 7
dfxtp: 8
buf: 4
nor2: 5
nor2b: 6
ha: 7
-- final cells by class --
class                      count  share of cell area (%)
tap                         2002                    75.4
sequential                     8                    4.82
timing repair buffer           9                    3.13
clock buffer                   3                    2.26
inverter                       7                   0.791
multi-input combinational     61                    13.6
-- final timing paths --
| kind | endpoint | slack (ns) | startpoint | cells after the start |
|---|---|---|---|---|
| hold reg to reg | count_f[0]$_SDFFE_PP0P_ | 0.58 | count_f[0]$_SDFFE_PP0P_ | 1 |
| hold / removal | count_f[0]$_SDFFE_PP0P_ | 0.58 | count_f[0]$_SDFFE_PP0P_ | 1 |
| setup reg to reg | is_two_or_more_f$_SDFF_PP1_ | 0.17 | count_f[0]$_SDFFE_PP0P_ | 7 |
| setup / recovery | is_two_or_more_f$_SDFF_PP1_ | 0.17 | count_f[0]$_SDFFE_PP0P_ | 7 |
-- cells by family (layout without fill, tap and decap cells) --
| group | after synthesis | count (layout) | synth area share (%) |
|---|---|---|---|
| buf+inv | 523 | 19 | 86.5 |
| simple gates | 30 | 30 | 4.03 |
| compound gates | 18 | 18 | 2.81 |
| flops | 8 | 8 | 3.56 |
| fa+ha+maj | 7 | 7 | 1.94 |
| xor+xnor | 5 | 5 | 0.972 |
| mux | 1 | 1 | 0.222 |
-- worst max-delay path, stage by stage (launching register included) --
cell and delay, ns:
dfxtp_1 0.42, inv_1 0.09, ha_1 0.24, nor3b_4 0.20
a2111oi_1 0.39, a21oi_1 0.10, o21ai_2 0.11, or4b_1 0.44
-- per-layer routing --
| layer | vias to the layer above | routed length (µm) |
|---|---|---|
| met4 | 6 | 823 |
| met2 | 926 | 60500 |
| met3 | 20 | 55200 |
| li1 | 302 | - |
| met5 | - | 494 |
| met1 | 455 | 2540 |
-- per-stage QoR --
| step | total power, mW | area (µm²) |
|---|---|---|
| after floorplan | 1.19 | 4500 |
| after global routing | 1.23 | 3320 |
| after CTS | 1.15 | 3320 |
| after global placement | 0.844 | 3250 |
| after detailed placement | 0.837 | 3250 |
| final | 1.14 | 3320 |
Power and IR drop assume default switching activity.
