<file path="design/flow/design.v">
package rx_open_loop_pkg;
    typedef enum logic {
        PTR_UPDATE,
        MSG_REQ
    } rx_out_mux_sel_e;
    typedef enum logic {
        BUF_WRITE,
        TCP_WRITE
    } rx_noc_sel_e;
endpackage
package udp_echo_app_pkg;
    typedef enum logic[1:0] {
        HDR_FLIT = 2'd0,
        META_FLIT = 2'd1,
        DATA_FLITS = 2'd2
    } udp_app_out_mux_sel_e;
endpackage
package packet_struct_pkg;
    typedef struct packed {
            logic   [48-1:0]   dst;
            logic   [48-1:0]   src;
            logic   [16-1:0]   eth_type;
    } eth_hdr;
    localparam ETH_HDR_W = ((48 * 2) + 16);
    localparam ETH_HDR_BYTES = (ETH_HDR_W/8);
    typedef struct packed {
            logic   [48-1:0]   dst;
            logic   [48-1:0]   src;
            logic   [32-1:0]   vlan_tag;
            logic   [16-1:0]   eth_type;
    } eth_hdr_vlan;
    localparam ETH_HDR_VLAN_W = ((48 * 2) + 32 + 16);
    localparam ETH_HDR_VLAN_BYTES = (ETH_HDR_VLAN_W/8);
    typedef struct packed {
        logic [16-1:0]     src_port;
        logic [16-1:0]     dst_port;
        logic [32-1:0]      seq_num;
        logic [32-1:0]      ack_num;
        logic [4-1:0]  raw_data_offset;
        logic [3-1:0]     reserved;
        logic [9-1:0]        flags;
        logic [16-1:0]     win_size;
        logic [16-1:0]   chksum;
        logic [16-1:0]          urg_pointer;
    } tcp_pkt_hdr;
    localparam TCP_HDR_BYTES = 20;
    localparam TCP_HDR_W = (TCP_HDR_BYTES * 8);
    typedef struct packed {
        logic   [16-1:0]   src_port;
        logic   [16-1:0]   dst_port;
        logic   [16-1:0] length;
        logic   [16-1:0] chksum;
    } udp_pkt_hdr;
    localparam UDP_HDR_W = ((2 * 16) + 16 + 16);
    localparam UDP_HDR_BYTES = (UDP_HDR_W/8);
    typedef struct packed {
        logic [32-1:0]      source_addr;
        logic [32-1:0]      dest_addr;
        logic [16-1:0]      length;
        logic [7:0]                 zeros;
        logic [8-1:0]     protocol;
    } chksum_pseudo_hdr;
    localparam CHKSUM_PSEUDO_HDR_BYTES = 12;
    localparam CHKSUM_PSEUDO_HDR_W = (CHKSUM_PSEUDO_HDR_BYTES * 8);
    typedef struct packed {
        logic [4-1:0]   ip_version;
        logic [4-1:0]          ip_hdr_len;
        logic [8-1:0]          tos;
        logic [16-1:0]      tot_len;
        logic [16-1:0]           id;
        logic [16-1:0]     frag_offset;
        logic [8-1:0]          ttl;
        logic [8-1:0]     protocol_no;
        logic [16-1:0]    chksum;
        logic [32-1:0]      source_addr;
        logic [32-1:0]      dest_addr;
    } ip_pkt_hdr;
    localparam IP_HDR_BYTES = 20;
    localparam IP_HDR_W = (IP_HDR_BYTES * 8);
    typedef struct packed {
        logic [32-1:0]      host_ip;
        logic [32-1:0]      dest_ip;
        logic [16-1:0]     host_port;
        logic [16-1:0]     dest_port;
    } four_tuple_struct;
    localparam FOUR_TUPLE_STRUCT_W = ((32 * 2) + (16 * 2));
endpackage
package eth_rx_tile_pkg;
    typedef enum logic[1:0] {
        SEL_HDR_FLIT = 2'd0,
        SEL_META_FLIT = 2'd1,
        SEL_DATA_FLIT = 2'd2
    } noc_out_flit_mux_sel;
endpackage
package eth_tx_tile_pkg;
endpackage 
package ip_rx_tile_pkg;
    typedef enum logic[1:0] {
        SEL_HDR_FLIT = 2'd0,
        SEL_META_FLIT = 2'd1,
        SEL_DATA_FLIT = 2'd2
    } noc_out_flit_mux_sel;
endpackage
package ip_tx_tile_pkg;
    typedef enum logic[1:0] {
        SEL_HDR_FLIT = 2'd0,
        SEL_META_FLIT = 2'd1,
        SEL_DATA_FLIT = 2'd2
    } noc_out_flit_mux_sel;
endpackage
package ip_encap_tx_pkg;
    localparam IP_CAM_ELS = 8;
    localparam IP_CAM_INIT_ELS = 2;
endpackage
package mrp_tx_pkg;
    typedef enum logic[1:0] {
        SEL_HDR_FLIT = 2'd0,
        SEL_META_FLIT = 2'd1,
        SEL_DATA_FLIT = 2'd2
    } mrp_noc_out_flit_mux_sel;
endpackage
package tcp_tx_tile_pkg;
    typedef enum logic[1:0] {
        SEL_HDR_FLIT = 2'd0,
        SEL_META_FLIT = 2'd1,
        SEL_DATA_FLIT = 2'd2
    } noc_out_flit_mux_sel;
endpackage
package udp_tx_tile_pkg;
    typedef enum logic[1:0] {
        SEL_HDR_FLIT = 2'd0,
        SEL_META_FLIT = 2'd1,
        SEL_DATA_FLIT = 2'd2
    } noc_out_flit_mux_sel;
endpackage
package app_udp_adapter_pkg;
    typedef enum logic [1:0] {
        HDR_OUT = 0,
        META_OUT = 1,
        DATA_OUT = 2
    } to_udp_mux_out_e;
endpackage
package to_ip_tx_pkg;
    typedef enum logic[1:0] {
        SEL_HDR_FLIT = 2'd0,
        SEL_META_FLIT = 2'd1,
        SEL_DATA_FLIT = 2'd2
    } noc_flit_mux_sel;
endpackage
package simple_log_udp_noc_read_pkg;
    typedef enum logic[1:0] {
        HDR = 2'd0,
        META = 2'd1,
        DATA = 2'd2
    } simple_log_resp_sel_e;
endpackage
package rr_scheduler_pkg;
endpackage
module valid_bitvector #(
     parameter BITVECTOR_SIZE = 64
    ,parameter BITVECTOR_INDEX_W = $clog2(BITVECTOR_SIZE)
)(
     input clk
    ,input rst
    ,input                          set_val
    ,input  [BITVECTOR_INDEX_W-1:0] set_index
    ,input                          clear_val
    ,input  [BITVECTOR_INDEX_W-1:0] clear_index
    ,output [BITVECTOR_SIZE-1:0]    valid_bitvector
);
    logic   [BITVECTOR_SIZE-1:0]    valid_bits_reg;
    logic   [BITVECTOR_SIZE-1:0]    valid_bits_next;
    logic   [BITVECTOR_SIZE-1:0]    set_bitmask;
    logic   [BITVECTOR_SIZE-1:0]    clear_bitmask;
    assign valid_bitvector = valid_bits_reg;
    always_ff @(posedge clk) begin
        if (rst) begin
            valid_bits_reg <= '0;
        end
        else begin
            valid_bits_reg <= valid_bits_next;
        end
    end
    assign set_bitmask = set_val
                        ? {{(BITVECTOR_SIZE-1){1'b0}}, set_val} << set_index
                        : '0;
    assign clear_bitmask = clear_val
                        ? ~({{(BITVECTOR_SIZE-1){1'b0}}, clear_val} << clear_index)
                        : '1;
    assign valid_bits_next = (valid_bits_reg | set_bitmask) & clear_bitmask;
endmodule
</file>
<file path="design/flow/run.sh">
#!/bin/bash
# OpenROAD 26Q1-2900-gdf79404cd8, Yosys 0.63+post, stock flow scripts
make -C /OpenROAD-flow-scripts/flow DESIGN_CONFIG=/design/flow/config.mk WORK_HOME=/design/flow/orfs finish
</file>
<file path="design/flow/config.mk">
export PLATFORM = sky130hd
export DESIGN_NAME = valid_bitvector
export DESIGN_NICKNAME = valid_bitvector
export VERILOG_FILES = /design/flow/design.v
export SDC_FILE = /design/flow/constraint.sdc
export NUM_CORES = 4
export LEC_CHECK = 1
export CORE_UTILIZATION = 50
</file>
<file path="design/flow/constraint.sdc">
current_design valid_bitvector

set clk_period 2.5
set clk_io_pct 0.2

create_clock -name clk0 -period $clk_period [get_ports {clk}]

set non_clock_inputs [all_inputs -no_clocks]
set_input_delay [expr $clk_period * $clk_io_pct] -clock clk0 $non_clock_inputs
set_output_delay [expr $clk_period * $clk_io_pct] -clock clk0 [all_outputs]
</file>
==> run summary <==
yosys + openroad results -> GR Overflow Total=0, Synth area leaders=dfxtp_1 (50%), a211oi_1 (19%), a21oi_1 (11%), fill cell count=357, FF/Latch Area=1280 um^2, Synth flops=64, fin crit period=1.94 ns, critical path endpoint category=flop, Post-CTS Setup Inserts=0, DR top layer=met4, EDFF count, synth=0, Leak=1.17 nW, clk root buf=clkbuf_8, First DRT Iteration DRCs=153, Final Cycle Share=77.4%, async set or reset register ratio after synthesis=0%, post-route cell area=3660 um^2, ys cells=270, Final setup viols=0, Longest Clk Path Bufs=2, MI comb area=1170 um^2, max-slew violations=0, clk ins delay skew pair=0.33 ns, routed wl met2=3370 um, clock skew=0 ns, synth-to-layout area growth=41.4%, Worst slew margin=56.3%, Max-Cap Viols=0, largest net degree at the start of global routing=37, tool warnings=27, Cells after Synth=270, ao+oa area frac=31.5%, Synth area leader=dfxtp_1, Synth Seq Share=49.5%, antenna viol nets, final=0, Multiplexer share=0%, worst min path class=reg2reg, Clock transition at path regs=0.07 ns, number of global-route vias before repair=2,274, hold_buf cts=0, final hold violations=0, share of cells above drive strength 1=10.4%, Remaining DRCs=0, adder-cell share of the synthesized area=0%, initial antenna violation count=0, number of flip-flops in the largest register=64, Rows=25, final setup TNS=0 ns, crit path DAT=2.18 ns, post_cts resized=0, pwr/cell area=612 nW/um^2, count of cell types in the netlist=23, Post-DP Area=3420 um^2, I/O pin cnt=80, routability cong.=0.831, CTS tree=yes, yosys warns=1, Via-to-Cell Ratio=6.03, Antenna diodes=0, fmax=517 MHz, kind of critical path=in2reg, Critical Path Start Type=primary input, DIE HEIGHT=73.9 um, M1 wire length=3420 um, XOR-XNOR Cells, Area Fraction=0%, yosys simple share=13.9%, Top cell area share=49.5%, CTS H-tree depth=3, Syn Area/Cell=9.58 um^2, global-route wire length before repair=11,900 um, crit path max fanout=20, RSZ-0062 raised after global routing=false, port bufs=79, Primary FF master, synth=dfxtp_1, outcome=finished, final reports clean, Avg WL per Cell=18.4 um, critical path required time=2.74 ns, DR pass1 iterations=4, Tot GR Track Use=30.4%, WL met3=741 um, Num CTS Buffers=9, fp_density=53.4%, die area=5470 um^2, DP HPWL=4940 um, Via Count=2,496, VDD IR max=764 uV, yosys stat area=2590 um^2, Worst Tran Pin Value=0.654 ns, Post-synth top cells=a211oi_1 (64), dfxtp_1 (64), a21oi_1 (56), CTS sink cnt=64, core area=4850 um^2, Main logic family=AND-OR/OR-AND gates, Mapped Area=2590 um^2, Die X=73.9 um, Routed WL=7610 um
==> worst max-delay path, cell delays in order <==
cell,delay (ns)
clkdlybuf4s50_1,0.89
and4b_1,0.43
a21oi_1,0.12
a211oi_1,0.24
==> cells in the final DEF (no fill, tap or decap) <==
cell             instances
clkdlybuf4s50_1         78
a211oi_1                64
dfxtp_1                 64
a21oi_1                 56
clkbuf_8                13
nor2_1                  11
buf_4                   10
nor3_1                   7
a31oi_1                  6
and4b_1                  5
nand2b_1                 4
and4bb_2                 4
nand2_1                  3
nor3b_2                  3
and3b_1                  3
and4_1                   2
nor2b_1                  2
nor3b_1                  2
a41oi_1                  2
bufinv_16                2
and3_1                   1
nor3_2                   1
nor4_1                   1
nor4b_2                  1
buf_2                    1
buf_12                   1
==> metrics by stage <==
step	hold slack, ns	util [%]	cells	worst slack [ns]	power [W]
floorplan	0.481	-	270	1.08	0.00114
global placement	0.506	70.6	399	0.346	0.00122
detailed placement	0.512	70.6	399	0.316	0.00122
CTS	0.523	75.5	414	0.611	0.00224
global route	0.542	75.5	414	0.477	0.00232
finish	0.519	75.5	414	0.564	0.00224
==> cells by family after synthesis <==
group	Yosys count
compound gates	128
flops	64
simple gates	50
buf+inv	28
==> per-layer routing <==
metal | vias to the layer above | track usage (%)
met5 | - | 0
met4 | 0 | 4.49
met3 | 6 | 9.07
met2 | 114 | 43.6
met1 | 1182 | 48.6
li1 | 1194 | -
==> worst paths after layout <==
kind | cells past startpoint | slack (ns) | startpoint | end
max | 4 | 0.56 | set_index[4] | valid_bits_reg[27]$_SDFF_PP0_
min | 2 | 0.52 | valid_bits_reg[32]$_SDFF_PP0_ | valid_bits_reg[32]$_SDFF_PP0_
max reg2reg | 2 | 1.78 | valid_bits_reg[27]$_SDFF_PP0_ | valid_bits_reg[27]$_SDFF_PP0_
min reg2reg | 2 | 0.52 | valid_bits_reg[32]$_SDFF_PP0_ | valid_bits_reg[32]$_SDFF_PP0_
==> cell type report <==
cell class | instances | share of cell area [%]
flip-flops and latches | 64 | 35.0
repair buffers | 90 | 24.1
clock buffers | 13 | 4.89
well taps | 67 | 2.29
multi-input cells | 178 | 32.1
clock inverters | 2 | 1.64
==> report_power, final <==
group / leakage, nW / switching, W / internal [W]
logic: 0.532 / 0.000103 / 0.0000650
registers: 0.516 / 0.00000373 / 0.00103
clock network: 0.122 / 0.000377 / 0.000665
Power and IR drop assume default switching activity.
