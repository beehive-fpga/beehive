## ./run.sh

```bash
#!/bin/bash
# OpenROAD 26Q1-2900-gdf79404cd8, Yosys 0.63+post, stock flow scripts
make -C /OpenROAD-flow-scripts/flow DESIGN_CONFIG=/design/flow/config.mk WORK_HOME=/design/flow/orfs finish
```

## ./config.mk

```make
export PLATFORM = sky130hd
export DESIGN_NAME = beehive_credit_to_valrdy
export DESIGN_NICKNAME = beehive_credit_to_valrdy
export VERILOG_FILES = /design/flow/design.v
export SDC_FILE = /design/flow/constraint.sdc
export NUM_CORES = 4
export LEC_CHECK = 1
export CORE_UTILIZATION = 50
export SYNTH_MEMORY_MAX_BITS = 65536
```

## ./constraint.sdc

```tcl
current_design beehive_credit_to_valrdy

set clk_period 215.6
set clk_io_pct 0.2

create_clock -name clk0 -period $clk_period [get_ports {clk}]

set non_clock_inputs [all_inputs -no_clocks]
set_input_delay [expr $clk_period * $clk_io_pct] -clock clk0 $non_clock_inputs
set_output_delay [expr $clk_period * $clk_io_pct] -clock clk0 [all_outputs]
```

## ./design.v

```verilog
package rx_open_loop_pkg;
    typedef enum logic {
        PTR_UPDATE,
        MSG_REQ
    } rx_out_mux_sel_e;
    typedef enum logic {
        BUF_WRITE,
        TCP_WRITE
    } rx_noc_sel_e;
endpackage
package udp_echo_app_pkg;
    typedef enum logic[1:0] {
        HDR_FLIT = 2'd0,
        META_FLIT = 2'd1,
        DATA_FLITS = 2'd2
    } udp_app_out_mux_sel_e;
endpackage
package packet_struct_pkg;
    typedef struct packed {
            logic   [48-1:0]   dst;
            logic   [48-1:0]   src;
            logic   [16-1:0]   eth_type;
    } eth_hdr;
    localparam ETH_HDR_W = ((48 * 2) + 16);
    localparam ETH_HDR_BYTES = (ETH_HDR_W/8);
    typedef struct packed {
            logic   [48-1:0]   dst;
            logic   [48-1:0]   src;
            logic   [32-1:0]   vlan_tag;
            logic   [16-1:0]   eth_type;
    } eth_hdr_vlan;
    localparam ETH_HDR_VLAN_W = ((48 * 2) + 32 + 16);
    localparam ETH_HDR_VLAN_BYTES = (ETH_HDR_VLAN_W/8);
    typedef struct packed {
        logic [16-1:0]     src_port;
        logic [16-1:0]     dst_port;
        logic [32-1:0]      seq_num;
        logic [32-1:0]      ack_num;
        logic [4-1:0]  raw_data_offset;
        logic [3-1:0]     reserved;
        logic [9-1:0]        flags;
        logic [16-1:0]     win_size;
        logic [16-1:0]   chksum;
        logic [16-1:0]          urg_pointer;
    } tcp_pkt_hdr;
    localparam TCP_HDR_BYTES = 20;
    localparam TCP_HDR_W = (TCP_HDR_BYTES * 8);
    typedef struct packed {
        logic   [16-1:0]   src_port;
        logic   [16-1:0]   dst_port;
        logic   [16-1:0] length;
        logic   [16-1:0] chksum;
    } udp_pkt_hdr;
    localparam UDP_HDR_W = ((2 * 16) + 16 + 16);
    localparam UDP_HDR_BYTES = (UDP_HDR_W/8);
    typedef struct packed {
        logic [32-1:0]      source_addr;
        logic [32-1:0]      dest_addr;
        logic [16-1:0]      length;
        logic [7:0]                 zeros;
        logic [8-1:0]     protocol;
    } chksum_pseudo_hdr;
    localparam CHKSUM_PSEUDO_HDR_BYTES = 12;
    localparam CHKSUM_PSEUDO_HDR_W = (CHKSUM_PSEUDO_HDR_BYTES * 8);
    typedef struct packed {
        logic [4-1:0]   ip_version;
        logic [4-1:0]          ip_hdr_len;
        logic [8-1:0]          tos;
        logic [16-1:0]      tot_len;
        logic [16-1:0]           id;
        logic [16-1:0]     frag_offset;
        logic [8-1:0]          ttl;
        logic [8-1:0]     protocol_no;
        logic [16-1:0]    chksum;
        logic [32-1:0]      source_addr;
        logic [32-1:0]      dest_addr;
    } ip_pkt_hdr;
    localparam IP_HDR_BYTES = 20;
    localparam IP_HDR_W = (IP_HDR_BYTES * 8);
    typedef struct packed {
        logic [32-1:0]      host_ip;
        logic [32-1:0]      dest_ip;
        logic [16-1:0]     host_port;
        logic [16-1:0]     dest_port;
    } four_tuple_struct;
    localparam FOUR_TUPLE_STRUCT_W = ((32 * 2) + (16 * 2));
endpackage
package eth_rx_tile_pkg;
    typedef enum logic[1:0] {
        SEL_HDR_FLIT = 2'd0,
        SEL_META_FLIT = 2'd1,
        SEL_DATA_FLIT = 2'd2
    } noc_out_flit_mux_sel;
endpackage
package eth_tx_tile_pkg;
endpackage 
package ip_rx_tile_pkg;
    typedef enum logic[1:0] {
        SEL_HDR_FLIT = 2'd0,
        SEL_META_FLIT = 2'd1,
        SEL_DATA_FLIT = 2'd2
    } noc_out_flit_mux_sel;
endpackage
package ip_tx_tile_pkg;
    typedef enum logic[1:0] {
        SEL_HDR_FLIT = 2'd0,
        SEL_META_FLIT = 2'd1,
        SEL_DATA_FLIT = 2'd2
    } noc_out_flit_mux_sel;
endpackage
package ip_encap_tx_pkg;
    localparam IP_CAM_ELS = 8;
    localparam IP_CAM_INIT_ELS = 2;
endpackage
package mrp_tx_pkg;
    typedef enum logic[1:0] {
        SEL_HDR_FLIT = 2'd0,
        SEL_META_FLIT = 2'd1,
        SEL_DATA_FLIT = 2'd2
    } mrp_noc_out_flit_mux_sel;
endpackage
package tcp_tx_tile_pkg;
    typedef enum logic[1:0] {
        SEL_HDR_FLIT = 2'd0,
        SEL_META_FLIT = 2'd1,
        SEL_DATA_FLIT = 2'd2
    } noc_out_flit_mux_sel;
endpackage
package udp_tx_tile_pkg;
    typedef enum logic[1:0] {
        SEL_HDR_FLIT = 2'd0,
        SEL_META_FLIT = 2'd1,
        SEL_DATA_FLIT = 2'd2
    } noc_out_flit_mux_sel;
endpackage
package app_udp_adapter_pkg;
    typedef enum logic [1:0] {
        HDR_OUT = 0,
        META_OUT = 1,
        DATA_OUT = 2
    } to_udp_mux_out_e;
endpackage
package to_ip_tx_pkg;
    typedef enum logic[1:0] {
        SEL_HDR_FLIT = 2'd0,
        SEL_META_FLIT = 2'd1,
        SEL_DATA_FLIT = 2'd2
    } noc_flit_mux_sel;
endpackage
package simple_log_udp_noc_read_pkg;
    typedef enum logic[1:0] {
        HDR = 2'd0,
        META = 2'd1,
        DATA = 2'd2
    } simple_log_resp_sel_e;
endpackage
package rr_scheduler_pkg;
endpackage
module beehive_credit_to_valrdy #(
    parameter NOC_DATA_W = 512
)(
   clk,
   reset,
   src_ctovr_data,
   src_ctovr_val,
   ctovr_src_yummy,
   ctovr_dst_data,
   ctovr_dst_val,
   dst_ctovr_rdy
);
    input   clk;
    input   reset;
    input   [NOC_DATA_W-1:0]    src_ctovr_data;
    input	src_ctovr_val;
    input   dst_ctovr_rdy;
    output	ctovr_src_yummy;
    output	ctovr_dst_val;
    output  [NOC_DATA_W-1:0] ctovr_dst_data;
    wire	 thanksIn;
    wire ctovr_dst_val_temp;
    assign ctovr_dst_val = ctovr_dst_val_temp;
    beehive_network_input_blk_multi_out #(
         .LOG2_NUMBER_FIFO_ELEMENTS (4          )
        ,.NOC_DATA_W                (NOC_DATA_W )
    ) data (
       .clk(clk),
       .reset(reset),
       .data_in(src_ctovr_data),
       .valid_in(src_ctovr_val),
       .thanks_in(ctovr_dst_val & dst_ctovr_rdy),
       .yummy_out(ctovr_src_yummy),
       .data_val(ctovr_dst_data),
       .data_val1( ),
       .data_avail(ctovr_dst_val_temp));
endmodule
module beehive_network_input_blk_multi_out #(
     parameter LOG2_NUMBER_FIFO_ELEMENTS = 2
    ,parameter NOC_DATA_W = 512
)(
   input wire clk, 
   input wire reset,
   input wire [NOC_DATA_W-1:0] data_in, 
   input wire valid_in, 
   input wire thanks_in,
   output wire yummy_out, 
   output wire [NOC_DATA_W-1:0] data_val, 
   output wire [NOC_DATA_W-1:0] data_val1, 
   output wire data_avail 
);
reg [NOC_DATA_W-1:0] storage_data_f [0:(1<<LOG2_NUMBER_FIFO_ELEMENTS)-1];
reg [LOG2_NUMBER_FIFO_ELEMENTS-1:0] head_ptr_f;
reg [LOG2_NUMBER_FIFO_ELEMENTS-1:0] tail_ptr_f;
reg [LOG2_NUMBER_FIFO_ELEMENTS:0] elements_in_array_f;
reg [LOG2_NUMBER_FIFO_ELEMENTS-1:0] head_ptr_next;
reg [LOG2_NUMBER_FIFO_ELEMENTS-1:0] tail_ptr_next;
reg [LOG2_NUMBER_FIFO_ELEMENTS:0] elements_in_array_next;
reg yummy_out_f;
assign yummy_out = yummy_out_f;
assign data_val = storage_data_f[head_ptr_f];
assign data_val1 = storage_data_f[head_ptr_f];
assign data_avail = elements_in_array_f != 0;
always @ *
begin
   head_ptr_next = head_ptr_f;
   tail_ptr_next = tail_ptr_f;
   elements_in_array_next = elements_in_array_f;
   case({valid_in,thanks_in})
      2'b00:
         begin
         end
      2'b01:
         begin
            head_ptr_next = head_ptr_f + 1;
            elements_in_array_next = elements_in_array_f - 1;
         end
      2'b10:
         begin
            tail_ptr_next = tail_ptr_f + 1;
            elements_in_array_next = elements_in_array_f + 1;
         end
      2'b11:
         begin
            head_ptr_next = head_ptr_f + 1;
            tail_ptr_next = tail_ptr_f + 1;
         end
      default:
         begin
         end
   endcase
end
always @ (posedge clk)
begin
   if (reset)
   begin
      yummy_out_f <= 0;
      head_ptr_f <= 0;
      tail_ptr_f <= 0;
      elements_in_array_f <= 0;
   end
   else
   begin
      yummy_out_f <= thanks_in;  
      head_ptr_f <= head_ptr_next;
      tail_ptr_f <= tail_ptr_next;
      elements_in_array_f <= elements_in_array_next;
   end
end
always @(posedge clk) begin
   if(valid_in) begin
      storage_data_f[tail_ptr_f] <= data_in;
   end
end
endmodule
```

==> results.sh <==
# source this file to load flow results
export IMPL_outcome="complete, no violations"
export IMPL_power_density_cell_area_nw_per_um2=11.2
export IMPL_ys_cells=12600
export IMPL_clock_sinks=8210
export IMPL_hpwl_um=436000
export IMPL_core_um2=608000
export IMPL_leakagePower_uw=0.109
export IMPL_p_sw_frac=0.250
export IMPL_clockBufferDepth=4
export IMPL_mux_area_frac=0.151
export IMPL_fin_crit_sh=0.238
export IMPL_skew_ps=72.4
export IMPL_p_comb_frac=0.184
export IMPL_tightestPinTransition_ps=967
export IMPL_peakVddDrop_v=0.00000951
export IMPL_p_clk_frac=0.349
export IMPL_tool_warnings=40
export IMPL_ios=1030
export IMPL_firstDrtPassIters=8
export IMPL_fillCellCount=41400
export IMPL_yosys_area_um2=306000
export IMPL_ctsRootBufferMaster="clkbuf_16"
export IMPL_fp_util=0.503
export IMPL_wire_per_inst_um=34.0
export IMPL_clk_pin_slew_worst_paths_ps=60
export IMPL_r2r_end="data.storage_data_f[12][242]"
export IMPL_p_seq_frac=0.466
export IMPL_avgSynthCellArea_um2=24.3
export IMPL_gp_congestion=0.827
export IMPL_synth_cell_area_um2=306000
export IMPL_cts_tree="yes"
export IMPL_regArea_um2=246000
export IMPL_synth_distinct_cells=32
export IMPL_grt_pass1_vias=161000
export IMPL_r2r_start="data.tail_ptr_f[2]"
export IMPL_grt_max_degree=104
export IMPL_grt_pass1_wl_um=1120000
export IMPL_holdPathStages=2
export IMPL_postCtsSetupBuffers=0
export IMPL_power_internal_uw=2960
export IMPL_hp_start="data.elements_in_array_f[3]"
export IMPL_drt_vias_per_instance=6.18
export IMPL_crit_type="flip-flop to output pin"
export IMPL_arrival_ps=8260
export IMPL_ys_top_logic_family="multiplexers"
export IMPL_grt_usage=0.292
export IMPL_syn_to_final_growth_pct=15.6
export IMPL_yosysSeqAreaShare=0.805
export IMPL_cap_viol_max_count=0
export IMPL_comb_area_um2=56200
export IMPL_synthSimpleGateAreaFrac=0.00734
export IMPL_yosys_warnings=1
export IMPL_die_y_um=784
export IMPL_rr_worst_depth=8
export IMPL_synth_seq_cells=8210
export IMPL_worstSkewPairLatency_ps=1170
export IMPL_relSlewSlack=0.356
export IMPL_final_max_slew_viol_count=0
export IMPL_synth_compound_area_share=0.0242
export IMPL_fmax_ghz=0.0195
export IMPL_xor_share=0.000258
export IMPL_holdCritPathClass="flip-flop to flip-flop"
export IMPL_endpoint_kind="output pin"
export IMPL_portBuffers=1029
export IMPL_rrSetupSlack_ps=209950
export IMPL_cp_max_fo=38
export IMPL_min_to="data.elements_in_array_f[3]"
export IMPL_tns_ps=0
export IMPL_setup_viol=0
export IMPL_synthCells=12600
export IMPL_drtIter0Drc=7565
export IMPL_num_vias=143000
export IMPL_wirelength_um=784000
export IMPL_row_count=286
export IMPL_antenna_found_initial=280
export IMPL_die_w_um=784
export IMPL_drive_gt1_frac=0.247
export IMPL_finalHoldViolations=0
export IMPL_htree_levels=6
export IMPL_grt_ovfl_total=0
export IMPL_adder_share=0.000556
export IMPL_fin_crit_ps=51380
export IMPL_cts_buffers=807
export IMPL_start_kind="flip-flop"
export IMPL_ctsResizeCount=0
export IMPL_rsz0062_at_grt="no"
export IMPL_hold_buffers=0
export IMPL_die_area_um2=615000
export IMPL_required_ps=172480
export IMPL_ant_nets=0
export IMPL_drc=0
export IMPL_fin_util=0.582
export IMPL_p_sw_uw=989
## metal layers
layer  track usage  part of all wire  up-vias  routed length [um]
li1              -                 -    58000                   -
met1         0.338              0.28    70800              219000
met2         0.414              0.48    11800              376000
met3         0.259              0.20     1682              158000
met4        0.0794             0.036      206               28400
met5        0.0305            0.0042        -                3260
## worst max-delay path, stage by stage, from the launching register on
cell and delay (ps):
dfxtp_4 780, buf_4 670, buf_4 680, buf_4 650, buf_4 560, buf_4 670
buf_4 690, buf_4 740, mux4_2 590, a22oi_1 260, nand2_1 160, clkdlybuf4s50_1 460
## final cells by class
cell class              count  share of cell area
clock inverters           515              0.0159
well taps                8064              0.0285
multi-input cells        3688               0.159
flip-flops and latches   8210               0.697
repair buffers           1512              0.0402
diodes                    113            0.000800
clock buffers             969              0.0589
inverters                   7           0.0000743
## power by group through the flow
stage	Sequential, uW	Combinational (uW)	Clock (uW)
finish	1840	727	1380
global route	1850	783	1460
CTS	1840	742	1400
## layout by cell type, fill, tap and decap left out, drive strengths merged, types with 4 or more instances in the layout
cell type      instances
diode                113
clkinvlp              19
xor2                   4
ha                    12
mux4                2048
nor2b                  5
nor2                 168
clkdlybuf4s50       1029
nand2b                 8
a21oi                  5
nor3                   5
clkinv               412
a22oi                746
bufinv                74
inv                   17
dfxtp                 18
edfxtp              8192
o22ai                279
xnor2                  5
clkbuf               969
buf                  483
nand2                387
## stage by stage
stage	setup slack (ps)	power (uW)	hold slack, ps	cell area (um2)	cells
final	164230	3950	529	354000	23100
after detailed placement	165000	2610	518	327000	21500
after CTS	163770	3990	527	353000	23000
after floorplan	136010	2380	478	306000	12600
after global routing	163340	4090	555	354000	23000
after global placement	165090	2600	485	327000	21500
## worst max path at each step
stage | start | to
final | flip-flop | ctovr_dst_data[233]
after global routing | flip-flop | ctovr_dst_data[233]
after CTS | flip-flop | ctovr_dst_data[233]
## registers in the layout, summed over array words and instances (netlist names), named ones only
register,count
data.tail_ptr_f,4
data.yummy_out_f,1
data.head_ptr_f,4
data.storage_data_f,8192
data.elements_in_array_f,5
## synthesized netlist by cell type, drive strengths merged
cell	number	area [um2]
nor3	5	25.0
mux4	2048	46100
a211oi	1	7.51
mux2i	1	10.0
buf	381	2380
a21oi	5	25.0
o21a	1	7.51
o21ai	2	10.0
edfxtp	8192	246000
nand2	387	1450
fa	1	20.0
dfxtp	18	360
xor2	4	35.0
xnor2	5	43.8
clkbuf	310	1160
nand4	2	12.5
nand3	1	5.00
mux2	1	11.3
or2	2	12.5
nand2b	8	50.1
inv	7	26.3
nor2b	5	31.3
and3	1	6.26
ha	12	150
a22oi	746	5600
nor2	168	631
o22ai	279	1750
and2	2	12.5
nand3b	1	7.51
## cell families (layout without fill, tap and decap cells)
group,Yosys count,after routing
compound gates,1034,1034
flops,8210,8210
buf+inv,698,3003
xor+xnor,9,9
other cells,0,113
mux,2050,2050
fa+ha+maj,13,13
simple gates,582,582
Power is estimated from default activity; no workload was simulated.
